**./run.sh**
```bash
#!/bin/bash
# OpenROAD 26Q1-2900-gdf79404cd8, Yosys 0.63+post, stock flow scripts
make -C /OpenROAD-flow-scripts/flow DESIGN_CONFIG=/design/flow/config.mk WORK_HOME=/design/flow/orfs finish
```
**./config.mk**
```make
export PLATFORM = sky130hd
export DESIGN_NAME = Address_FIFO
export DESIGN_NICKNAME = Address_FIFO
export VERILOG_FILES = /design/flow/design.v
export SDC_FILE = /design/flow/constraint.sdc
export NUM_CORES = 4
export LEC_CHECK = 1
export CORE_UTILIZATION = 40
```
**./constraint.sdc**
```tcl
current_design Address_FIFO

set clk_period 16.3
set clk_io_pct 0.2

create_clock -name clk0 -period $clk_period [get_ports {clk_i}]

set non_clock_inputs [all_inputs -no_clocks]
set_input_delay [expr $clk_period * $clk_io_pct] -clock clk0 $non_clock_inputs
set_output_delay [expr $clk_period * $clk_io_pct] -clock clk0 [all_outputs]
```
**./design.v**
```verilog
module Address_FIFO #(
    parameter ADDR_WIDTH = 5,
    parameter FIFO_DEPTH = 16,   
    parameter NUM_PORTS = 16     
)(
    input  logic                        clk_i,
    input  logic                        rst_i,
    input  logic                        push,            
    input  logic [ADDR_WIDTH-1:0]       addr_in0,
    input  logic [ADDR_WIDTH-1:0]       addr_in1,
    input  logic [ADDR_WIDTH-1:0]       addr_in2,
    input  logic [ADDR_WIDTH-1:0]       addr_in3,
    input  logic [ADDR_WIDTH-1:0]       addr_in4,
    input  logic [ADDR_WIDTH-1:0]       addr_in5,
    input  logic [ADDR_WIDTH-1:0]       addr_in6,
    input  logic [ADDR_WIDTH-1:0]       addr_in7,
    input  logic [ADDR_WIDTH-1:0]       addr_in0B,
    input  logic [ADDR_WIDTH-1:0]       addr_in1B,
    input  logic [ADDR_WIDTH-1:0]       addr_in2B,
    input  logic [ADDR_WIDTH-1:0]       addr_in3B,
    input  logic [ADDR_WIDTH-1:0]       addr_in4B,
    input  logic [ADDR_WIDTH-1:0]       addr_in5B,
    input  logic [ADDR_WIDTH-1:0]       addr_in6B,
    input  logic [ADDR_WIDTH-1:0]       addr_in7B,
    input  logic                        pop,             
    output logic [ADDR_WIDTH-1:0]       addr_out0,
    output logic [ADDR_WIDTH-1:0]       addr_out1,
    output logic [ADDR_WIDTH-1:0]       addr_out2,
    output logic [ADDR_WIDTH-1:0]       addr_out3,
    output logic [ADDR_WIDTH-1:0]       addr_out4,
    output logic [ADDR_WIDTH-1:0]       addr_out5,
    output logic [ADDR_WIDTH-1:0]       addr_out6,
    output logic [ADDR_WIDTH-1:0]       addr_out7,
    output logic [ADDR_WIDTH-1:0]       addr_out0B,
    output logic [ADDR_WIDTH-1:0]       addr_out1B,
    output logic [ADDR_WIDTH-1:0]       addr_out2B,
    output logic [ADDR_WIDTH-1:0]       addr_out3B,
    output logic [ADDR_WIDTH-1:0]       addr_out4B,
    output logic [ADDR_WIDTH-1:0]       addr_out5B,
    output logic [ADDR_WIDTH-1:0]       addr_out6B,
    output logic [ADDR_WIDTH-1:0]       addr_out7B,
    output logic                        empty,
    output logic                        full,
    output logic [$clog2(FIFO_DEPTH):0] count
);
    logic [ADDR_WIDTH-1:0] fifo_mem [0:FIFO_DEPTH-1][0:NUM_PORTS-1];
    logic [$clog2(FIFO_DEPTH)-1:0] wr_ptr, rd_ptr;
    logic [$clog2(FIFO_DEPTH):0]   counter;
    assign empty = (counter == 0);
    assign full  = (counter == FIFO_DEPTH);
    assign count = counter;
    always_ff @(posedge clk_i or posedge rst_i) begin
        if (rst_i) begin
            wr_ptr <= '0;
        end else if (push && !full) begin
            fifo_mem[wr_ptr][0]  <= addr_in0;
            fifo_mem[wr_ptr][1]  <= addr_in1;
            fifo_mem[wr_ptr][2]  <= addr_in2;
            fifo_mem[wr_ptr][3]  <= addr_in3;
            fifo_mem[wr_ptr][4]  <= addr_in4;
            fifo_mem[wr_ptr][5]  <= addr_in5;
            fifo_mem[wr_ptr][6]  <= addr_in6;
            fifo_mem[wr_ptr][7]  <= addr_in7;
            fifo_mem[wr_ptr][8]  <= addr_in0B;
            fifo_mem[wr_ptr][9]  <= addr_in1B;
            fifo_mem[wr_ptr][10] <= addr_in2B;
            fifo_mem[wr_ptr][11] <= addr_in3B;
            fifo_mem[wr_ptr][12] <= addr_in4B;
            fifo_mem[wr_ptr][13] <= addr_in5B;
            fifo_mem[wr_ptr][14] <= addr_in6B;
            fifo_mem[wr_ptr][15] <= addr_in7B;
            wr_ptr <= wr_ptr + 1'b1;
        end
    end
    always_ff @(posedge clk_i or posedge rst_i) begin
        if (rst_i) begin
            rd_ptr <= '0;
            addr_out0  <= '0;
            addr_out1  <= '0;
            addr_out2  <= '0;
            addr_out3  <= '0;
            addr_out4  <= '0;
            addr_out5  <= '0;
            addr_out6  <= '0;
            addr_out7  <= '0;
            addr_out0B <= '0;
            addr_out1B <= '0;
            addr_out2B <= '0;
            addr_out3B <= '0;
            addr_out4B <= '0;
            addr_out5B <= '0;
            addr_out6B <= '0;
            addr_out7B <= '0;
        end else if (pop && !empty) begin
            addr_out0  <= fifo_mem[rd_ptr][0];
            addr_out1  <= fifo_mem[rd_ptr][1];
            addr_out2  <= fifo_mem[rd_ptr][2];
            addr_out3  <= fifo_mem[rd_ptr][3];
            addr_out4  <= fifo_mem[rd_ptr][4];
            addr_out5  <= fifo_mem[rd_ptr][5];
            addr_out6  <= fifo_mem[rd_ptr][6];
            addr_out7  <= fifo_mem[rd_ptr][7];
            addr_out0B <= fifo_mem[rd_ptr][8];
            addr_out1B <= fifo_mem[rd_ptr][9];
            addr_out2B <= fifo_mem[rd_ptr][10];
            addr_out3B <= fifo_mem[rd_ptr][11];
            addr_out4B <= fifo_mem[rd_ptr][12];
            addr_out5B <= fifo_mem[rd_ptr][13];
            addr_out6B <= fifo_mem[rd_ptr][14];
            addr_out7B <= fifo_mem[rd_ptr][15];
            rd_ptr <= rd_ptr + 1'b1;
        end
    end
    always_ff @(posedge clk_i or posedge rst_i) begin
        if (rst_i) begin
            counter <= '0;
        end else begin
            case ({push && !full, pop && !empty})
                2'b10:   counter <= counter + 1'b1;   
                2'b01:   counter <= counter - 1'b1;   
                default: counter <= counter;           
            endcase
        end
    end
endmodule
```
==> changes_impl.md <==
### Changed

- Static Leak: 28.3 nW
- Place WS: 9290 ps
- R2r startpoint: rd_ptr[0]$_DFFE_PP0P_
- Worst slew pin tran: 998 ps
- Worst Path Arrival: 6600 ps
- Final hold vios: 0
- Critical Path Source Type: input port
- TritonCTS clock tree: yes
- Fp_density: about two fifths
- Met3 wire len: 42500 um
- WS Path Type: in2reg
- Antenna violations before repair: 17
- Tool warnings: 32
- Pwr/cell area: ~180 nW/um2
- Top cells, area: edfxtp_1 62%, a21o_1 14%, dfrtp_1 3.8%, clkbuf_1 2.1%, a22oi_1 2.0%
- Hold path startpoint: addr_out0[4]$_DFFE_PP0P_
- CTS Root Cell: clkbuf_16
- Die height: 395 um
- Post-CTS sizing: 0
- CP dominant cell by count: buf_4
- Max_cap viols: 0
- Critical-path maximum fanout: roughly 40
- RePlAce Congestion: between 0.9 and 1
- Worst skew pair latency: approximately 800 ps
- GRT overflow: 0
- Post-Route Setup TNS: 0 ps
- Crit-path cells: clkdlybuf4s50_1, inv_6, buf_4, and3_4, buf_4, buf_4
- Ys async rst share: 6.77%
- Critical Path Start: rst_i
- Min Tclk post-route: 6180 ps
- RSZ-0062 raised after global routing: no
- Post-synth seq share: about 66%
- Post CTS Setup Buffer Count: 0
- Min-delay worst type: reg2reg
- Top cell area share: 62.1%
- Pin count of the biggest net entering global routing: 96
- Antenna-violating nets left: 0
- Final Setup Violations: 0
- Core ar.: 154000 um2
- Post-synthesis cell area: approximately 62000 um2
- Dominant flop cell: edfxtp_1
- I/O pin count: 171
- Status: completed
- Pins Over Slew Limit: 0
- Fmax: ~160 MHz
- Via count of the first global-routing pass: approximately 45000
- Cells after Synth: 4626
- Chip Area, Yosys: 61900 um2
- Clk sinks: 1373
- Worst VDD drop: 0.000137 V
- Num rows: ~140
- Die area: 156000 um2
- CP endpoint kind: flip-flop
- YS warnings: 2
- WL/cell: 36.0 um
- Avg Inst Size Synth: 13.4 um2
- Drt initial violations: 3768
- First-pass GRT wire length: 342000 um
- Total CTS buffers: 145
- Chip Width: 395 um
- Flip-flops with a built-in enable: 1280
- Final design utilization: 45.9%
- Ys cells: 4626
- Share of post-route cells with drive strength above 1: between 10% and 20%
- Hold Buf Count CTS: 0
- Setup ws final: just over 10000 ps
- Metal1 wirelength: 77200 um
- Skew final: 24.0 ps
- Vias: 44140
- Crit-path leading delay family: buffers and inverters
- Clk buf depth: 3
- # DRC: 0
- Synth area leader: edfxtp_1
- Met2 Wirelength: 109000 um
- CP max stage delay: approximately 670 ps
- Crit path DRT: roughly 17000 ps
- DR pass1 iterations: 6
- Synthesis-to-finish area growth: 13.9%
- Max Used Layer: met5
- Crit path buf inv count: 5
- Global-route usage over all layers: 33.4%
- Number of I/O port buffers: 170
- Synthesized registers: 1373
- HPWL after DPL: 142000 um
- Vias per std cell: 6.52
- Slowest CP cell: and3_4
- Flop2flop setup slack: 11770 ps
- Final WL: between 200000 and 250000 um
- Cell Type Count: roughly 62
- CTS H-tree depth: 4
- Clk pin slew, worst setup/hold paths: 60 ps
- Cycle use final: 37.9%
- Max-slew headroom: 33.2%
[where the power goes]
| group | switching (W) | internal [W] | total, W |
|---|---|---|---|
| clock network | 0.00139 | 0.00187 | 0.00326 |
| registers | 0.000267 | 0.00433 | 0.00460 |
| logic | 0.00324 | 0.00155 | 0.00479 |
[stage by stage]
step           instance area (um2)  power [W]  cells  hold slack [ps]
6_report                     70600     0.0126   6766              472
5_1_grt                      70500     0.0130   6762              493
4_1_cts                      70500     0.0126   6760              478
3_5_place_dp                 66000    0.00931   6499              465
3_3_place_gp                 66000    0.00928   6499              462
2_1_floorplan                61900    0.00712   4626              425
[cell usage after synthesis (all sizes together), types with 15 or more instances]
cell	instances
and2	17
a211oi	25
nand3	71
a31oi	65
a32o	15
mux2	23
a22oi	167
nor2	101
buf	238
o22ai	45
a221o	17
edfxtp	1280
clkbuf	353
a21oi	163
a222oi	61
nor2b	92
a221oi	99
and3	34
a32oi	24
a22o	36
o21ai	119
nand2	139
dfrtp	93
a21o	1128
mux2i	84
[per-layer routing]
metal	up-vias	global-route usage [%]
met5	-	1.48
met2	3573	47.2
li1	18027	-
met4	36	15.4
met3	713	23.5
met1	21791	39.3
[kinds of logic (layout without fill, tap and decap cells)]
| group | count (synthesis) | count (layout) | synth area share [%] |
|---|---|---|---|
| buffers and inverters | 603 | 693 | 4.02 |
| AND/OR/NAND/NOR | 489 | 489 | 3.82 |
| multiplexers | 110 | 110 | 1.89 |
| other | 0 | 6 | 0 |
| XOR/XNOR | 11 | 11 | 0.156 |
| AND-OR/OR-AND | 2027 | 2027 | 24.0 |
| flip-flops | 1373 | 1373 | 65.8 |
| adder cells (fa/ha/maj) | 13 | 13 | 0.275 |
[layout make-up]
class,count,area [um2]
clock inverter,64,551
tap,2044,2560
antenna,6,15.0
fill,13493,83300
inverter,12,57.6
clock buffer,197,4030
timing repair buffer,420,3650
multi-input combinational,2650,18900
sequential,1373,40800
[registers in the layout, indices dropped and copies added (netlist names), 5 cells and up]
signal      cells
addr_out6       5
addr_out1B      5
addr_out1       5
addr_out7B      5
counter         5
addr_out6B      5
addr_out3       5
addr_out4       5
addr_out5       5
addr_out2       5
addr_out4B      5
addr_out2B      5
addr_out0B      5
addr_out0       5
fifo_mem     1280
addr_out3B      5
addr_out7       5
addr_out5B      5
[cell usage in the layout, fill, tap and decap left out, drive strengths merged, types with 6 or more instances in the layout]
master | synthesis | routed
a2111oi | 9 | 9
a211oi | 25 | 25
a21o | 1128 | 1128
a21oi | 163 | 163
a221o | 17 | 17
a221oi | 99 | 99
a222oi | 61 | 61
a22o | 36 | 36
a22oi | 167 | 167
a311oi | 13 | 13
a31oi | 65 | 65
a32o | 15 | 15
a32oi | 24 | 24
and2 | 17 | 17
and3 | 34 | 34
buf | 238 | 250
bufinv | 0 | 9
clkbuf | 353 | 197
clkdlybuf4s50 | 0 | 170
clkinv | 0 | 50
dfrtp | 93 | 93
diode | 0 | 6
edfxtp | 1280 | 1280
ha | 12 | 12
inv | 12 | 17
mux2 | 23 | 23
mux2i | 84 | 84
nand2 | 139 | 139
nand3 | 71 | 71
nor2 | 101 | 101
nor2b | 92 | 92
nor3 | 13 | 13
nor4 | 6 | 6
o211ai | 8 | 8
o21ai | 119 | 119
o221ai | 8 | 8
o22ai | 45 | 45
xnor2 | 8 | 8
[final timing paths]
path / to / depth (start not counted)
worst min-delay path: addr_out0[4]$_DFFE_PP0P_ / 1
worst max-delay path: fifo_mem[131][2]$_DFFE_PP_ / 6
max in group asynchronous: rd_ptr[3]$_DFFE_PP0P_ / 4
min in group asynchronous: addr_out1B[4]$_DFFE_PP0P_ / 2
worst min register to register: addr_out0[4]$_DFFE_PP0P_ / 1
worst max register to register: addr_out5B[0]$_DFFE_PP0P_ / 10
No activity file was given, so power comes from the tool's default toggle rates.
